<file path="design/flow/design.v">
`timescale 1ns / 1ps
   module moorefsm(
      input in,
      input clk,
      input rst,
      output reg out
        );
        reg[1:0] cst;
        reg[1:0] nst;
        parameter [1:0]s0=2'b00;
        parameter [1:0]s1=2'b01;
        parameter [1:0]s2=2'b10;
         parameter [1:0]s3=2'b11;
        always@(posedge clk)
        begin
        if(rst) begin
        out=1'b0;
        cst=s0;
        nst=s0; end
        else
          begin
          cst=nst;
          case(nst)
        s0:begin out=1'b0;
        if(in) begin
        nst=s1;end
        else begin
        nst=s0;end  
        end
         s1:begin out =1'b0;
         if(in) begin
           nst=s1;end
           else begin
           nst=s2;end  
           end
            s2:begin out =1'b0;
            if(in) begin
                    nst=s3;end
                    else begin
                    nst=s0;end  
                    end
            s3:begin out =1'b1;
                       if(in) begin
                       nst=s1;end
                        else begin
                         nst=s2;end  
                           end        
                    endcase
           end
           end  
    endmodule
</file>
<file path="design/flow/run.sh">
#!/bin/bash
# OpenROAD 26Q1-2900-gdf79404cd8, Yosys 0.63+post, stock flow scripts
make -C /OpenROAD-flow-scripts/flow DESIGN_CONFIG=/design/flow/config.mk WORK_HOME=/design/flow/orfs finish
</file>
<file path="design/flow/config.mk">
export PLATFORM = sky130hd
export DESIGN_NAME = moorefsm
export DESIGN_NICKNAME = moorefsm
export VERILOG_FILES = /design/flow/design.v
export SDC_FILE = /design/flow/constraint.sdc
export NUM_CORES = 4
export LEC_CHECK = 1
export CORE_AREA = 10 10 70 70
export DIE_AREA = 0 0 80 80
</file>
<file path="design/flow/constraint.sdc">
current_design moorefsm

set clk_period 1.0
set clk_io_pct 0.2

create_clock -name clk0 -period $clk_period [get_ports {clk}]

set non_clock_inputs [all_inputs -no_clocks]
set_input_delay [expr $clk_period * $clk_io_pct] -clock clk0 $non_clock_inputs
set_output_delay [expr $clk_period * $clk_io_pct] -clock clk0 [all_outputs]
</file>
==> impl_metrics.py <==
# Physical implementation metrics
metrics = {
    "die": {
        "core_area_um2": 3420,
        "rows": 21,
        "die_h_um": 80,
        "io_pins": 4,
        "dieWidth_um": 80,
        "fp_util": 0.0440,
        "chipArea_um2": 6400,
    },
    "sta": {
        "clock_skew_ns": 0.00242,
        "setup_viol": 0,
        "max_slew_margin": 0.875,
        "rsz0062_at_grt": "false",
        "tightestPinTransition_ns": 0.186,
        "fin_crit_ns": 0.933,
        "max_freq_ghz": 1.07,
        "finalSetupTns_ns": 0,
        "layout_setup_ws_ns": 0.0671,
        "min_period_over_period": 0.933,
        "hold_viol_final": 0,
        "drv_slew": 0,
    },
    "pwr": {
        "power.internal_uw": 372,
        "pwr-share-clk": 0.499,
        "switching_share": 0.200,
        "p_comb_frac": 0.048,
        "power_leakage_uw": 0.0000914,
        "seq_power_share": 0.453,
        "power_uw": 465,
        "vdd_drop_max_v": 0.000644,
        "p_switching_uw": 93.0,
        "powerDensity_nw_per_um2": 1760,
    },
    "clock_tree": {
        "clk_latency_ns": 0.24,
        "htreeDepth": 1,
        "path_clk_slew_ns": 0.04,
        "clock-sinks": 5,
        "cts_tree": "built",
        "cts_buffer_depth": 2,
        "cts_buffers": 3,
        "cts-root-buf": "clkbuf_4",
        "post_cts_buffers": 0,
        "cts_hold_buf": 0,
    },
    "synth": {
        "area_leaders": "dfxtp_1, nor3_1, and2b_2",
        "synthFlopType": "dfxtp_1",
        "yosysMostFrequentCell": "dfxtp_1",
        "yosys.area.top_type_share": 0.667,
        "ys_warn_count": 1,
        "ys_types": 7,
        "async_reset_ff_frac": 0,
        "yosys-top-cells-count": "dfxtp_1, nor2_1, nor3_1",
        "synth.avg_cell_area_um2": 11.5,
        "yosysSeqAreaShare": 0.667,
        "yosys-stat-cells": 13,
        "yosys_area_um2": 150,
        "ys_ff": 5,
        "edf_count": 0,
        "netlist_instances": 13,
        "syn-cell-area_um2": 150,
        "top_area_cell": "dfxtp_1",
    },
    "drt": {
        "drt-pass1-iter-count": 1,
        "antenna_cells": 0,
        "detail-route-antenna-nets": 0,
        "wirelength_um": 314,
        "drt-vias-per-instance": 1.68,
        "wl_per_cell_um": 4.76,
        "drc_errors": 0,
        "vias": 111,
        "drt_first_iter_violations": 0,
    },
    "worst_hold_path": {
        "hold_start": "nst[3]",
        "hold_class": "register to register",
    },
    "run": {
        "warning_count": 25,
        "maxCapViolCount": 0,
    },
    "critical_path": {
        "cp_data_arrival_time_ns": 0.73,
        "path_cells": "clkdlybuf4s15_1",
        "worst_path_largest_cell_delay_ns": 0.30,
        "crit_required_ns": 0.80,
        "worst_setup_path_start_kind": "register",
        "path_delay_family": "flip-flops",
        "end_kind": "output port",
        "cp_max_fo": 1,
        "cp_slowest_cell": "dfxtp_1",
        "r2r_start": "nst[2]",
        "path_class": "register to output port",
        "startpoint": "out",
        "cp_num_buf_inv": 1,
    },
    "cells_and_area": {
        "final_layout_size_suffix_gt1_frac": 0.200,
        "areaGrowthSynthToFinish_pct": 75.8,
        "layoutNonFillerInstCount": 66,
        "fill_cells": 412,
    },
    "global_route": {
        "grt_pass1_wl_um": 586,
        "antenna_found_initial": 0,
        "grt_pass1_vias": 141,
        "grt-ovfl-total": 0,
        "grt_use_total": 0.0118,
        "grt_start_max_net_pins": 6,
    },
    "placed_design": {
        "pre_cts_slack_ns": -0.0700,
        "placed_cells": 62,
        "io_buffers": 3,
        "routabilityCongestion": 0.567,
    },
    "run_status": {
        "status": "completed",
    },
}
repair_timing:
action | in CTS | in global routing
setup endpoints to repair | 1 | 1
gates resized | 1 | 1
gates cloned | 0 | 0
area by class of cell:
class                           instances  area, µm²  area share
Tap cell                               46       57.6       0.218
Clock buffer                            4       26.3      0.0995
Multi-Input combinational cell          8       50.0       0.190
Sequential cell                         5        100       0.379
Timing Repair Buffer                    3       30.0       0.114
power by group through the flow:
stage | registers [µW] | logic (µW) | clock network (µW)
after global routing | 211 | 25.0 | 262
final | 211 | 22.1 | 232
after CTS | 211 | 22.3 | 242
per-stage QoR:
| step | util | instance area [µm²] | hold slack, ns |
|---|---|---|---|
| floorplan | - | 150 | 0.276 |
| CTS | 0.0769 | 263 | 0.501 |
| detailed placement | 0.0696 | 238 | 0.494 |
| global placement | 0.0696 | 238 | 0.469 |
| finish | 0.0773 | 264 | 0.499 |
| global route | 0.0773 | 264 | 0.517 |
cell families after synthesis:
family / count (synthesis) / share of synthesized area
DFF: 5 / 0.667
AOI/OAI and AO/OA: 1 / 0.0500
and+or+nand+nor: 7 / 0.283
placed cells by master (no fill, tap or decap), drive strengths merged:
cell,count
dfxtp,5
clkbuf,4
nor2,2
nor3,2
clkdlybuf4s50,2
nor3b,1
and3b,1
o21bai,1
and2b,1
clkdlybuf4s15,1
registers in the layout (all words and copies together) (netlist names):
| signal | cells |
|---|---|
| nst | 4 |
| out | 1 |
per-layer routing:
metal / routed length [µm] / track usage / share of wire
met2: 103 / 0.0152 / 0.33
met3: 39 / 0.0125 / 0.12
met5: 0 / 0 / 0
met1: 162 / 0.0120 / 0.52
met4: 8 / 0.00528 / 0.025
path summary, 6_finish.rpt:
kind | slack, ns | depth (start not counted) | end
max | 0.07 | 1 | out
min | 0.50 | 1 | out
max reg2reg | 0.31 | 2 | nst[2]
min reg2reg | 0.50 | 1 | out
No activity file was given, so power comes from the tool's default toggle rates.

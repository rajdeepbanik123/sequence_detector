File: ./run.sh
#!/bin/bash
# OpenROAD 26Q1-2900-gdf79404cd8, Yosys 0.63+post, stock flow scripts
make -C /OpenROAD-flow-scripts/flow DESIGN_CONFIG=/design/flow/config.mk WORK_HOME=/design/flow/orfs finish
File: ./config.mk
export PLATFORM = sky130hd
export DESIGN_NAME = measly_fsm
export DESIGN_NICKNAME = measly_fsm
export VERILOG_FILES = /design/flow/design.v
export SDC_FILE = /design/flow/constraint.sdc
export NUM_CORES = 4
export LEC_CHECK = 1
export CORE_AREA = 10 10 70 70
export DIE_AREA = 0 0 80 80
File: ./constraint.sdc
current_design measly_fsm

set clk_period 1.5
set clk_io_pct 0.2

create_clock -name clk0 -period $clk_period [get_ports {clk}]

set non_clock_inputs [all_inputs -no_clocks]
set_input_delay [expr $clk_period * $clk_io_pct] -clock clk0 $non_clock_inputs
set_output_delay [expr $clk_period * $clk_io_pct] -clock clk0 [all_outputs]
File: ./design.v
`timescale 1ns / 1ps
module measly_fsm(
  input in,
  input clk,
  input rst,
  output reg out
    );
    reg[1:0] cst;
    reg[1:0] nst;
    parameter [1:0]s0=2'b00;
    parameter [1:0]s1=2'b01;
    parameter [1:0]s2=2'b10;
    always@(posedge clk)
    begin
    if(rst) begin
    out=1'b0;
    cst=s0;
    nst=s0; end
    else
      begin
      cst=nst;
      case(nst)
    s0:if(in) begin
    out=1'b0;
    nst=s1;end
    else begin
    out =1'b0;
    nst=s0;end  
     s1:if(in) begin
       out=1'b0;
       nst=s1;end
       else begin
       out =1'b0;
       nst=s2;end  
        s2:if(in) begin
          out=1'b1;
          nst=s1;end
          else begin
          out =1'b0;
          nst=s0;end  
          endcase
          end
           end
endmodule
==> impl_metrics.tcl <==
# yosys + openroad results
set metrics [dict create \
    cts_root_buf "clkbuf_4" \
    wl_um 304 \
    tritoncts.num_buffers 3 \
    fin_crit_sh_pct 89.3 \
    cts_htree_levels 1 \
    route.detailed.vias_per_inst 1.51 \
    num_rows 21 \
    timing.max_slew.rel_slack_pct 88.8 \
    critPathMaxFanout 2 \
    starting_drc_count_in_detailed_routing 1 \
    via_count 95 \
    clock_insertion_delay_worst_skew_ns 0.23 \
    cp_top_family "buffers and inverters" \
    crit_type "reg2out" \
    synthDistinctLibCells 8 \
    post-cts-setup-buffer-count 0 \
    period_minus_slack_ns 1.34 \
    io_pins 4 \
    rsz0062_at_grt "no" \
    grt_max_degree 5 \
    grt_pass1_wl_um 517 \
    finalSetupViolations 0 \
    post_route_cells_drive_above_1_share_pct 17.6 \
    via_count_of_the_first_global_routing_pass 123 \
    numPortBuffers 3 \
    finalSetupTns_ns 0 \
    total_switching_power_uw 47.9 \
    seq_power_share_pct 44.2 \
    cts_tree "built" \
    power.ir.vdd_worst_mv 0.317 \
    layout_top_cell "dfxtp_1" \
    clockPowerShare_pct 50.9 \
    clkSlewWorstSetupHoldPaths_ns 0.04 \
    comb_area_um2 43.8 \
    syn-cell-area_um2 124 \
    horizontal_die_dimension_um 80 \
    final_core_util_pct 6.85 \
    critPathSlowestCell "clkdlybuf4s50_1" \
    setup.worst_path.start_class "register" \
    worst_path_max_stage_delay_ns 0.49 \
    ant_nets_after_route 0 \
    core_mm2 0.00342 \
    tritoncts_num_sinks 4 \
    grtUsageTotal_pct 1.04 \
    synth.yosys.chip_area_um2 124 \
    antenna-diode-count 0 \
    drt-wirelength-per-cell_um 4.83 \
    gr-total-overflow 0 \
    crit_buf_inv 1 \
    max-cap-violations 0 \
    p_int_uw 209 \
    ctsLongestPathBuffers 2 \
    yosysWarningCount 1 \
    detailedRoute.firstPassIterationCount 2 \
    post-synth-top-area-fraction_pct 64.6 \
    synth.area.top_cells "dfxtp_1 (65%), or4b_1 (8.1%), nor3b_1 (6.1%)" \
    yosysSeqAreaShare_pct 64.6 \
    required_ns 1.20 \
    syn2layout_area_growth_pct 88.9 \
    tally_of_openroad_warnings 25 \
    yosys_top_cell_by_area "dfxtp_1" \
    comb_power_share_pct 4.9 \
    maxClockFrequency_mhz 746 \
    finalMaxSlewViolations 0 \
    run_status "finished clean" \
    gp_routability_congestion 0.577 \
    yosys_cells 11 \
    number_of_remaining_drc_errors 0 \
    fp.dieH_um 80 \
    syn-mean-instance-area_um2 11.3 \
    total_leakage_power_uw 0.0000702 \
    yosys_register_bits 4 \
    cellPowerDensity_mw_per_mm2 1100 \
    number_of_antenna_violations_at_the_first_check_in_global_routing 0 \
    worst_clock_skew_ns 0.00270 \
    core_util_floorplan_pct 3.63 \
    post_syn_instances 11 \
    timing.critical_path.to_type "output pin" \
    mostFrequentLayoutCells "dfxtp_1 (4), clkbuf_4 (3), clkdlybuf4s50_1 (3)" \
    sw_ratio_pct 18.7 \
    n_fill_cell 414 \
    hold_violations 0 \
    final-seq-area_um2 80.1 \
    cts_resized 0 \
    worst-slew-pin-transition_ns 0.168 \
    worst_hold_path_type "reg2reg" \
    chip_area_mm2 0.00640 \
    worstPathCellList "clkdlybuf4s50_1" \
    critical_path_arrival_ns 1.04 \
    cts_hold_buffers 0 \
]
-- routing by layer --
layer / share of wire (%) / wire length, um / vias to the layer above / global-route usage, %
li1: - / - / 50 / -
met1: 58 / 176 / 41 / 1.46
met2: 36 / 108 / 4 / 1.12
met3: 5.9 / 18 / 0 / 0.682
met4: 0 / 0 / 0 / 0.528
met5: 0 / 0 / - / 0
-- flip-flops by register name (all words and copies together) (netlist names) --
register and count:
nst 3, out 1
-- layout make-up --
class / instances / area share (%)
Timing Repair Buffer: 3 / 12.8
Multi-Input combinational cell: 7 / 18.7
Clock buffer: 3 / 9.63
Sequential cell: 4 / 34.2
Tap cell: 46 / 24.6
-- per-stage QoR --
step / area [um^2] / setup slack (ns) / cells / hold slack, ns / total power (uW)
after global placement: 211 / 0.394 / 60 / 0.455 / 127
after detailed placement: 211 / 0.388 / 60 / 0.467 / 127
after floorplan: 124 / 0.525 / 11 / 0.369 / 118
after CTS: 234 / 0.126 / 63 / 0.477 / 266
after global routing: 234 / 0.0971 / 63 / 0.498 / 276
final: 234 / 0.160 / 63 / 0.472 / 257
-- power by group through the flow --
stage	clock network [uW]	registers, uW	logic (uW)
finish	131	113	12.7
global route	148	114	14.2
CTS	140	113	12.8
-- cells by family (layout without fill, tap and decap cells) --
| family | after synthesis | after routing | synth area share [%] |
|---|---|---|---|
| flip-flops | 4 | 4 | 64.6 |
| AND-OR/OR-AND | 2 | 2 | 10.1 |
| buffers and inverters | 0 | 6 | 0 |
| AND/OR/NAND/NOR | 5 | 5 | 25.3 |
-- cells in the mapped netlist --
cell	count
nor3b_1	1
a21oi_1	1
o21bai_1	1
nor2_1	1
nand2_1	1
nor2b_1	1
or4b_1	1
dfxtp_1	4
-- final timing paths --
check	start	end	slack [ns]	cells after the start
max	out	out	0.16	1
min	nst[1]	out	0.47	2
max reg2reg	nst[1]	out	0.47	2
min reg2reg	nst[1]	out	0.47	2
No activity file was given, so power comes from the tool's default toggle rates.
